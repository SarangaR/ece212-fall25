==> ./design.v <==
module clockdiv(
    input clk_in,
    input [23:0] max_count,
    output reg clk_out
);
    reg [23:0] count;
    always @ (posedge clk_in) begin
        if (count >= max_count - 1) begin
            clk_out <= ~clk_out;
            count <= 24'b0;
        end else begin
            count <= count + 1'b1;
        end
    end
endmodule
module debounce(
    input btn,
    input clk,
    output reg btn_db
);
    reg last_btn;
    always @ (posedge clk) begin
        if(btn == last_btn)
            btn_db <= btn;
        last_btn <= btn;
    end
endmodule
module main(
    input [7:0] sw,
    input [3:0] btn,
    input clk_12m,
    output [6:0] led,
    output red, green, blue
);
    wire clk;
    reg [3:0] count;
    wire [3:0] btn_db;
    wire db_clk;
    clockdiv cdiv(.clk_in(clk_12m), .clk_out(db_clk), .max_count(24'd6000));
    debounce btn0_db(.btn(btn[0]), .btn_db(btn_db[0]), .clk(db_clk));
    debounce btn1_db(.btn(btn[1]), .btn_db(btn_db[1]), .clk(db_clk));
    debounce btn2_db(.btn(btn[2]), .btn_db(btn_db[2]), .clk(db_clk));
    debounce btn3_db(.btn(btn[3]), .btn_db(btn_db[3]), .clk(db_clk));
    always @ (posedge btn_db[0]) begin
        count <= count + 1;
    end
    train u2(.a(btn_db[3]), .b(btn_db[2]), .x(blue), 
        .clk(clk_12m), .rst(btn_db[0]));
    seven_seg u1(.bcd(count), .segs(led));
endmodule
module seven_seg(
    input [3:0] bcd,
    output reg [6:0] segs
);
    always @ (*) begin
        case(bcd)
            4'h0: segs = ~7'b0111111;
            4'h1: segs = ~7'b0000110;
            4'h2: segs = ~7'b1011011;
            4'h3: segs = ~7'b1001111;
            4'h4: segs = ~7'b1100110;
            4'h5: segs = ~7'b1101101;
            4'h6: segs = ~7'b1111101;
            4'h7: segs = ~7'b0000111;
            4'h8: segs = ~7'b1111111;
            4'h9: segs = ~7'b1101111;
            4'ha: segs = ~7'b1110111;
            4'hb: segs = ~7'b1111100;
            4'hc: segs = ~7'b0111001;
            4'hd: segs = ~7'b1011110;
            4'he: segs = ~7'b1111001;
            4'hf: segs = ~7'b1110001;
            default: segs = ~7'b0;
        endcase
    end
endmodule
module train (
    input a, b,
    input clk, rst,
    output reg x
);
    localparam IDLE = 2'b0;
    localparam ENTER = 2'd1;
    localparam INSIDE = 2'd2;
    localparam EXIT = 2'd3;
    reg [1:0] state;
    reg [1:0] next_state;
    always @ (posedge clk or posedge rst) begin
        if (rst) state <= IDLE;
        else state <= next_state;
    end
    always @ (*) begin
        case(state)
            IDLE: begin
                x = 1'b0;
                case({a,b})
                    2'b00: next_state = IDLE;
                    2'b10: next_state = ENTER;
                    2'b01: next_state = ENTER;
                    2'b11: next_state = IDLE;
                endcase
            end
            ENTER: begin
                x = 1'b1;
                case({a,b})
                    2'b00: next_state = INSIDE;
                    2'b10: next_state = ENTER;
                    2'b01: next_state = ENTER;
                    2'b11: next_state = INSIDE;
                endcase
            end
            INSIDE: begin
                x = 1'b1;
                case({a,b})
                    2'b00: next_state = INSIDE;
                    2'b10: next_state = EXIT;
                    2'b01: next_state = EXIT;
                    2'b11: next_state = INSIDE;
                endcase
            end
            EXIT: begin
                x = 1'b1;
                case({a,b})
                    2'b00: next_state = IDLE;
                    2'b10: next_state = EXIT;
                    2'b01: next_state = EXIT;
                    2'b11: next_state = IDLE;
                endcase
            end
        endcase
    end
endmodule
==> ./run.sh <==
#!/bin/bash
# OpenROAD 26Q1-2900-gdf79404cd8, Yosys 0.63+post, stock flow scripts
make -C /OpenROAD-flow-scripts/flow DESIGN_CONFIG=/design/flow/config.mk WORK_HOME=/design/flow/orfs finish
==> ./config.mk <==
export PLATFORM = sky130hd
export DESIGN_NAME = main
export DESIGN_NICKNAME = main
export VERILOG_FILES = /design/flow/design.v
export SDC_FILE = /design/flow/constraint.sdc
export NUM_CORES = 4
export LEC_CHECK = 1
export CORE_AREA = 10 10 105 105
export DIE_AREA = 0 0 115 115
==> ./constraint.sdc <==
current_design main

set clk_period 1.7
set clk_io_pct 0.2

create_clock -name clk0 -period $clk_period [get_ports {clk_12m}]

set non_clock_inputs [all_inputs -no_clocks]
set_input_delay [expr $clk_period * $clk_io_pct] -clock clk0 $non_clock_inputs
set_output_delay [expr $clk_period * $clk_io_pct] -clock clk0 [all_outputs]
==> flow_metrics.py <==
# Metrics from the implementation run
metrics = {
    "setup_path": {
        "cp_slowest_stage_delay_ps": 380,
        "reg2reg_to": "cdiv.count[12]$_SDFF_PP0_",
        "crit_path_top_delay_cell": "or3_1",
        "rrSetupSlack_ps": 190,
        "path_buffers": 1,
        "cp.arrival_ps": 1270,
        "cp_top_family": "simple AND/OR/NAND/NOR gates",
        "critPathRequiredTime_ps": 1360,
        "crit_path_start_kind": "flip-flop",
        "path_max_fanout": 2,
        "path_class": "flip-flop to output port",
        "path_cells": "or3_1, dlygate4sd2_1",
        "worst_setup_path_end_kind": "output port",
        "r2r-start": "cdiv.count[0]$_SDFF_PP0_",
        "ff2ff_path_depth": 6,
    },
    "yosys": {
        "synthArstFlopShare_pct": 8.70,
        "edf_count": 4,
        "top_cell_area_share_pct": 45.3,
        "ys_seq_share_pct": 58.5,
        "yosys-stat-cells": 160,
        "yosys_area_um2": 1680,
        "ys_ff": 46,
        "largest_area_cell": "dfxtp_1",
        "synth.distinct_cells": 29,
        "topCellsByArea": "dfxtp_1, xnor2_1, edfxtp_1",
        "netlist_top_cells_count": "dfxtp_1, nor2_1, xnor2_1",
        "yosys_warnings": 7,
        "syn-cell-area_um2": 1680,
        "ff_type": "dfxtp_1",
        "syn_area_per_cell_um2": 10.5,
        "synth.most_common_cell": "dfxtp_1",
        "synthCells": 160,
    },
    "placement": {
        "place_ws_ps": 170,
        "numPortBuffers": 11,
        "globalplace.congestion": 0.769,
        "dp_hpwl_mm": 1.84,
    },
    "die": {
        "die.size.y_um": 115,
        "core_area_um2": 8760,
        "ios": 23,
        "core_util_floorplan_pct": 19.2,
        "die_w_um": 115,
        "die_area_um2": 13200,
        "row_count": 34,
    },
    "min_path": {
        "min_path_cells": 1,
        "min_to": "cdiv.count[0]$_SDFF_PP0_",
        "worstHoldStart": "cdiv.count[0]$_SDFF_PP0_",
        "hp-class": "flip-flop to flip-flop",
    },
    "final_timing": {
        "hold_viol": 0,
        "rsz0062_at_grt": "no",
        "setup_viol_count_final": 0,
        "fmax_ghz": 0.623,
        "holdWs_ps": 472,
        "timing.final.ws_setup_ps": 93.8,
        "skew_ps": 6.57,
        "period_minus_slack_ps": 1610,
        "untimed_endpoints": 27,
        "unclocked_regs": 17,
        "tns_ps": 0,
        "fin_crit_sh_pct": 94.5,
        "finalMaxSlewViolations": 0,
    },
    "job": {
        "cap_violations": 0,
        "tool_warnings": 39,
    },
    "power_and_ir_drop": {
        "fin_total_pwr_mw": 1.34,
        "ir_drop_uv": 585,
        "p_leak_nw": 0.796,
        "power.density_nw_per_um2": 646,
    },
    "detailed_routing": {
        "drc_errors": 0,
        "drtIter0Drc": 28,
        "vias": 1056,
        "ant_nets": 0,
        "routed_via_density": 3.52,
        "diodes": 0,
        "wl_per_cell_um": 7.97,
        "drt-total-wl_mm": 2.39,
        "first_pass_iters": 4,
    },
    "clock_network": {
        "clkLatencyLatePin_ps": 280,
        "postCtsHoldBufs": 0,
        "numCtsBuffers": 5,
        "clk_pin_slew_worst_paths_ps": 60,
        "cts_buffer_depth": 2,
        "clk_root_buffer_cell": "clkbuf_8",
        "cts_htree_levels": 2,
        "cts_tree": "yes",
    },
    "grt": {
        "grt_use_total_pct": 3.74,
        "antenna_found_initial": 0,
        "grt_pass1_wl_mm": 4.27,
        "grt_max_degree": 13,
        "grt_pass1_vias": 998,
        "overflow": 0,
    },
    "cells_and_area": {
        "drive_gt1_share_pct": 8.85,
        "fin_util_pct": 23.7,
        "area_delta_synth_final_pct": 23.7,
    },
    "outcome": {
        "status": "completed",
    },
}
-- power breakdown --
part	switching [mW]	internal [mW]	total, mW
clock network	0.242	0.365	0.606
registers	0.00537	0.708	0.713
logic	0.0101	0.0126	0.0227
total	0.257	1.09	1.34
-- layout make-up --
cell class,count,area (um2)
Inverter,11,43.8
Clock inverter,1,5.00
Sequential cell,46,982
Timing Repair Buffer,15,139
Multi-Input combinational cell,112,677
Clock buffer,7,96.3
Fill cell,927,6690
Tap cell,108,135
-- state kept, by name, summed over array words and instances, names as in the netlist, 4 cells and up --
signal and cells:
cdiv.count 24, led 7, count 4, u2.state 4
-- how the worst max path moves through the flow --
stage                      from   end  slack (ps)  depth (start not counted)
6_report  u2.state[1]$_DFF_PP0_  blue          90                          2
4_1_cts   u2.state[1]$_DFF_PP0_  blue          60                          2
5_1_grt   u2.state[1]$_DFF_PP0_  blue          20                          2
-- cell families after synthesis --
| kind of cell | share of synthesized area, % |
|---|---|
| AOI/OAI and AO/OA | 5.81 |
| buffers and inverters | 3.95 |
| DFF | 58.5 |
| other | 0.223 |
| adders and majority gates | 5.96 |
| muxes | 1.79 |
| and+or+nand+nor | 14.5 |
| xor gates and xnor gates | 9.31 |
-- repair_timing --
item                                    4_1_cts  5_1_grt
setup buffers                                 1        0
resized                                       1        0
endpoints found under the setup margin        1        0
-- metrics by stage --
stage                     cells  cell area, um2
after floorplan             172            1730
after global placement      291            1970
after detailed placement    291            1970
after CTS                   300            2080
after global routing        300            2080
final                       300            2080
-- routing by layer --
| layer | GRT usage [%] | vias to the layer above | wire length [um] |
|---|---|---|---|
| li1 | - | 577 | - |
| met1 | 5.01 | 455 | 1160 |
| met2 | 5.71 | 20 | 1020 |
| met3 | 1.58 | 4 | 192 |
| met4 | 0.495 | 0 | 17 |
| met5 | 0 | - | 0 |
-- layout by cell type (no fill, tap or decap), types with 4 or more instances in the layout --
| cell type | instances |
|---|---|
| clkdlybuf4s50_1 | 10 |
| edfxtp_1 | 4 |
| dfxtp_1 | 38 |
| xnor2_1 | 14 |
| nor3_1 | 5 |
| inv_1 | 9 |
| nand2_1 | 6 |
| buf_4 | 4 |
| clkbuf_8 | 7 |
| nor2_1 | 28 |
| nand3_1 | 7 |
| ha_1 | 8 |
| a21oi_1 | 6 |
| conb_1 | 13 |
Power and IR drop assume default switching activity.
