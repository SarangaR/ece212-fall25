`flow/design.v`:
```
module alu(
    input [3:0] a,
    input [3:0] b,
    input [1:0] op,
    input alu_enable,
    output reg [3:0] result
);
    always @ (*) begin
        if (alu_enable) begin
            case(op)
                2'd0: result = 4'd0;
                2'd1: result = a + b;
                2'd2: result = a & b;
                2'd3: result = ~a;
            endcase
        end else begin
            result = 4'bz;
        end
    end
endmodule
```
`flow/config.mk`:
```
export PLATFORM = sky130hd
export DESIGN_NAME = alu
export DESIGN_NICKNAME = alu
export VERILOG_FILES = /design/flow/design.v
export SDC_FILE = /design/flow/constraint.sdc
export NUM_CORES = 4
export LEC_CHECK = 1
export CORE_AREA = 10 10 70 70
export DIE_AREA = 0 0 80 80
```
`flow/constraint.sdc`:
```
current_design alu

set clk_period 2.6
set clk_io_pct 0.2

create_clock -name clk0 -period $clk_period

set non_clock_inputs [all_inputs -no_clocks]
set_input_delay [expr $clk_period * $clk_io_pct] -clock clk0 $non_clock_inputs
set_output_delay [expr $clk_period * $clk_io_pct] -clock clk0 [all_outputs]
```
`flow/run.sh`:
```
#!/bin/bash
# OpenROAD 26Q1-2900-gdf79404cd8, Yosys 0.63+post, stock flow scripts
make -C /OpenROAD-flow-scripts/flow DESIGN_CONFIG=/design/flow/config.mk WORK_HOME=/design/flow/orfs finish
```
==> impl_metrics.yaml <==
# physical design summary
status:
  status: "finished clean"
setup_path:
  crit_path_max_fanout: 2
  arrival_ns: 2.00
  cp-start-kind: "input port"
  crit_type: "input port to output pin"
  crit_required_ns: 2.08
  end_kind: "output pin"
final_layout:
  regArea_sq_um: 0
  lay_top_count: "clkdlybuf4s50_1"
  nFillCells: 394
  ff_count: 0
  final.clkbuf_count: 0
  areaGrowthSynthToFinish_pct: 101
  drive_gt1_share_pct: 25.0
  fin_util_pct: 12.7
  layout_top_cells: "7 x clkdlybuf4s50_1, 6 x dlygate4sd2_1, 4 x buf_4"
logic_synthesis:
  synth_stat.cells: 27
  synth_cells: 27
  netlist_area_sq_um: 215
  yosys_area_sq_um: 215
  postSynthSeqShare_pct: 0
  synth_area_per_cell_sq_um: 7.97
  synth_cell_types: 17
  yosysWarnings: 2
placed_design:
  dp_hpwl_um: 614
  place.gp.congestion: 0.690
  portBuffers: 14
sta:
  rsz0062_at_grt: "false"
  tightest_slew_ns: 0.266
  finalSetupViolations: 0
  maxSlewHeadroom_pct: 82.2
  fin_setup_tns_ns: 0
  period_needed_ns: 2.52
  report.final.slew_viol_count: 0
  hold_viol: 0
  finalCritPeriodShare_pct: 96.9
  max_freq_mhz: 397
grt:
  track_usage_pct: 1.78
  antenna_found_initial: 0
  grt_pass1_vias: 208
  grt_pass1_wl_um: 959
  grt_overflow_total: 0
  grt_max_degree: 9
die:
  initCoreUtil_pct: 6.30
  dieHeight_um: 80
  die_x_um: 80
  core_area_sq_um: 3420
  io_pins: 15
  dieArea_sq_um: 6400
  placementRows: 21
min_path:
  hold_path_class: "input port to output pin"
  min_delay_path_depth: 5
  hold_start: "b[1]"
  min_to: "result[1]"
clock_network:
  cts_hold_buf: 0
detailed_routing:
  drcViolationCount: 0
  first_iter_violations: 0
  wl_um: 661
  ant_nets: 0
  wl_per_cell_um: 7.34
  drt-pass1-iter-count: 1
  vias: 248
  diodes: 0
  viasPerCell: 2.76
power_and_ir_drop:
  p_leak_nw: 0.192
  p_per_area_nw_per_um2: 148
  ir_drop_v: 0.0000165
job:
  max_cap_violations: 0
  tool_warnings: 33
## cell type report
class                      count  area, sq um  area share (%)
timing repair buffer          18          163            37.6
multi-input combinational     23          201            46.5
tap                           46         57.6            13.3
inverter                       3         11.3            2.60
## Yosys cell counts
library cell | count | area share [%]
a21oi_2 | 1 | 4.1
xnor2_1 | 1 | 4.1
nand2_1 | 1 | 1.7
nand2b_1 | 1 | 2.9
nor2_1 | 3 | 5.2
mux2i_1 | 1 | 4.7
a21oi_1 | 3 | 7.0
a21o_1 | 1 | 3.5
o21ai_1 | 1 | 2.3
a22o_1 | 2 | 8.1
inv_1 | 3 | 5.2
a22o_2 | 1 | 4.7
buf_4 | 1 | 3.5
nor2b_4 | 1 | 6.4
xor2_1 | 1 | 4.1
ha_1 | 4 | 23
fa_1 | 1 | 9.3
## worst max-delay path, stage by stage
cell	delay, ns
clkdlybuf4s50_1	0.43
ha_1	0.34
xnor2_1	0.13
nor2_1	0.08
a21oi_1	0.05
a22o_1	0.20
dlygate4sd2_1	0.24
## through the flow
stage	hold WS [ns]	total power [mW]	cells	worst slack, ns	cell area (sq um)
after floorplan	1.11	0.0310	27	0.593	215
after global placement	2.15	0.0682	90	-0.455	435
after detailed placement	2.16	0.0698	90	-0.463	435
after CTS	1.85	0.0654	90	0.0243	432
after global routing	1.91	0.0719	90	0.00281	433
final	1.84	0.0640	90	0.0796	433
## worst max path at each step
stage,from,endpoint,slack (ns),cells after the start
CTS,a[0],result[2],0.02,9
global route,a[2],result[2],0.003,7
finish,a[2],result[2],0.08,7
## layer usage
layer / global-route usage (%) / wire (um) / up-vias / part of all wire (%)
met5: 0 / 0 / - / 0
met4: 0 / 0 / 0 / 0
met3: 0.455 / 66 / 0 / 10
met2: 2.97 / 317 / 9 / 48
met1: 2.38 / 278 / 111 / 42
li1: - / - / 128 / -
## report_power, final
| part | switching [mW] | leakage [nW] | internal (mW) |
|---|---|---|---|
| Clock | 0 | 0 | 0 |
| Combinational | 0.0234 | 0.192 | 0.0405 |
| Sequential | 0 | 0 | 0 |
## logic make-up after synthesis
logic type	count (synthesis)	share of synthesized area (%)
AOI/OAI and AO/OA	9	29.7
and+or+nand+nor	6	16.3
adders and majority gates	5	32.6
buffers and inverters	4	8.72
xor gates and xnor gates	2	8.14
muxes	1	4.65
## timing repair
| action | CTS | global route |
|---|---|---|
| setup buffers | 0 | 0 |
| pin swaps | 9 | 3 |
| resized | 11 | 1 |
| endpoints found under the setup margin | 3 | 2 |
Power is estimated from default activity; no workload was simulated.
